==> flow/design.v <==
module fifo (clk,rst,r_en,w_en,data_in,index_in,data_out,index_out,fifo_empty,fifo_full);
  parameter CAP_WIDTH = 5;
  parameter D_WIDTH = 16;
  parameter I_WIDTH = 4;
  input clk;
  input rst;
  input r_en;
  input w_en;
  input[D_WIDTH-1:0] data_in;
  input[I_WIDTH-1:0] index_in;
  output reg[D_WIDTH-1:0] data_out;
  output reg[I_WIDTH-1:0] index_out;
  output wire fifo_empty;
  output wire fifo_full;
  reg[1:0] flag;
  reg[CAP_WIDTH-1:0] read_ptr,write_ptr,counter;
  reg[D_WIDTH-1:0] data_mem [2**CAP_WIDTH-1:0];
  reg[I_WIDTH-1:0] index_mem [2**CAP_WIDTH-1:0];
  always @(posedge clk or negedge rst)
  begin
    if (!rst)
      begin
        read_ptr <= 0;
        write_ptr <= 0;
        counter <= 0;
        index_out <= 0;
        data_out <= 0;
      end
    else
      case({r_en,w_en})
        2'b01:  
        begin
          flag <= 2'b11;
          data_mem[write_ptr] <= data_in;
          index_mem[write_ptr] <= index_in;
          counter <= counter + 1;
          write_ptr <= (write_ptr == 2**CAP_WIDTH - 1)?0:write_ptr + 1;
        end
        2'b10:  
        begin
          flag <= 2'b10;
          data_out <= data_mem[read_ptr];
          index_out <= index_mem[read_ptr];
          counter <= counter - 1;
          read_ptr <= (read_ptr == 2**CAP_WIDTH - 1)?0:read_ptr + 1;
        end
        2'b11:  
        begin
          flag <= 2'b01;
          if (counter == 0)  
            begin
              data_out <= data_in;
              index_out <= index_in;
            end
          else
            begin
              data_mem[write_ptr] <= data_in;
              index_mem[write_ptr] <= index_in;
              data_out <= data_mem[read_ptr];
              index_out <= index_mem[read_ptr];
              write_ptr <= (write_ptr == 2**CAP_WIDTH - 1)?0:write_ptr + 1;
              read_ptr <= (read_ptr == 2**CAP_WIDTH - 1)?0:read_ptr + 1;
            end
        end
        default: flag<=2'b00;
      endcase
  end
  assign fifo_empty = (counter == 0);
  assign fifo_full = (counter == 2**I_WIDTH-1);
endmodule
==> flow/run.sh <==
#!/bin/bash
# OpenROAD 26Q1-2900-gdf79404cd8, Yosys 0.63+post, stock flow scripts
make -C /OpenROAD-flow-scripts/flow DESIGN_CONFIG=/design/flow/config.mk WORK_HOME=/design/flow/orfs finish
==> flow/config.mk <==
export PLATFORM = sky130hd
export DESIGN_NAME = fifo
export DESIGN_NICKNAME = fifo
export VERILOG_FILES = /design/flow/design.v
export SDC_FILE = /design/flow/constraint.sdc
export NUM_CORES = 4
export LEC_CHECK = 1
export CORE_UTILIZATION = 50
==> flow/constraint.sdc <==
current_design fifo

set clk_period 4.8
set clk_io_pct 0.2

create_clock -name clk0 -period $clk_period [get_ports {clk}]

set non_clock_inputs [all_inputs -no_clocks]
set_input_delay [expr $clk_period * $clk_io_pct] -clock clk0 $non_clock_inputs
set_output_delay [expr $clk_period * $clk_io_pct] -clock clk0 [all_outputs]
==> ci_impl_report.md <==
### Flow metrics

| Metric | Value |
|---|---|
| Routed WL | `87300 um` |
| Relative slew slack | `28.21%` |
| Root buffer cell | `clkbuf_16` |
| Logic area | `5848 um^2` |
| Worst path arrival time | `approximately 4.3 ns` |
| Capturing point of the worst reg2reg path | `data_out[15]$_DFFE_PN0P_` |
| Share of cells above drive strength 1 | `between 15 and 20%` |
| RSZ-0062 raised after global routing | `no` |
| Gr ovfl total | `0` |
| Final setup viols | `0` |
| CTS resizes | `0` |
| Port buffer count | `~45` |
| Pwr per Cell Area | `roughly 540 nW/um^2` |
| Initial antenna violation count | `2` |
| Final hold violations | `0` |
| FF+latch area | `a little over 20000 um^2` |
| CTS buffer count | `approximately 70` |
| Synth warn | `3` |
| F_max | `261.9 MHz` |
| Die Ht | `~230 um` |
| Peak VDD IR | `approximately 0.00030 V` |
| Clock-pin slew on the worst setup and hold paths | `around 0.060 ns` |
| Commonest cells post-synth | `edfxtp_1, a22oi_1, mux2i_1, nand2_1, nor2_1` |
| Mux area share | `under 10%` |
| Hold-fix buffers, CTS | `0` |
| Fp_density | `between 50% and 60%` |
| Compound Share, Synth | `between 10% and 20%` |
| H-tree levels | `3` |
| Slowest-stage cell, CP | `dfrtp_4` |
| YS chip area | `about 26000 um^2` |
| Biggest area cells | `edfxtp_1, dfrtp_1, a22oi_1, mux2i_1, o21ai_0` |
| Vias in the first global route | `approximately 17000` |
| CP endpoint kind | `flop` |
| Status | `finished clean` |
| Critical path class | `flop to flop` |
| XOR-XNOR Cells, Area Fraction | `less than 1%` |
| Reg2reg setup slack | `0.98 ns` |
| Area leader share | `a little over 70%` |
| Number of cells in Yosys stat | `between 1500 and 2000` |
| Post-DP HPWL | `around 54000 um` |
| Postcts setup bufs | `0` |
| Final worst path period share | `between 70% and 80%` |
| Die Area | `roughly 54000 um^2` |
| Rows | `approximately 83` |
| Asr flop ratio synth | `5.185%` |
| Mapped cell area | `26470 um^2` |
| Minimum clock period | `roughly 3.8 ns` |
| Largest stage delay on the critical path | `a little over 0.7 ns` |
| Worst hold path class | `input pin to asynchronous set/reset pin` |
| Total GRT Usage | `37.07%` |
| Sink Count | `675` |
| Post-synth top flop | `edfxtp_1` |
| Crit-path cells | `and3_1 -> ha_1 -> buf_4 -> a222oi_1 -> o21ai_0 -> nor4_1 -> buf_4 -> a31oi_1 -> a221o_1` |
| Top delay family on crit path | `simple AND/OR/NAND/NOR gates` |
| CP Data Required Time | `~5.3 ns` |
| Area leader, netlist | `edfxtp_1` |
| Critical path launch point type | `flop` |
| Register-to-Register Path Depth | `9` |
| Largest net degree at the start of global routing | `39` |
| CTS tree | `done` |
| FILL cells | `around 3800` |
| P&R area growth vs syn | `14.81%` |
| Global-route wire length before repair | `123400 um` |
| Most frequent cell after synthesis | `edfxtp_1` |
| Yosys simple share | `a little under 6%` |
| WL/cell | `35.72 um` |
| Post-Route Skew | `between 0.015 and 0.02 ns` |
| Worst skew pair latency | `between 0.6 and 0.7 ns` |
| Cell variety after synth | `about 71` |
| Worst slew pin tran | `1.062 ns` |
| Crit-path most repeated cell | `buf_4` |
| Via/cell ratio | `approximately 6.6` |
| Launch point of the worst reg-to-reg path | `read_ptr[2]$_DFFE_PN0P_` |
| Worst path buffer plus inverter count | `2` |
| Pleak | `10.13 nW` |
| Core area | `slightly above 50000 um^2` |
| Max-cap violations | `0` |
| Syn Area/Cell | `~17 um^2` |
| EDFF count, synth | `~640` |
| Starting DRT DRC Count | `around 1500` |
| # IOs | `roughly 46` |
| Vias | `about 16000` |
| Tool warning count | `35` |
| Gate count of the mapped netlist | `1580` |
| Pre-antenna DRT Iters | `8` |
| Synth Area in Adders | `less than 1%` |
| DRC | `0` |
| Die width | `around 230 um` |
| GPL Wtd Cong | `1.003` |
| Synth logic family | `AND-OR/OR-AND gates` |
| Final TNS setup | `0 ns` |
| Flip-flop and latch count after synthesis | `675` |
| Tot Pwr | `16.29 mW` |
| Routed Antenna Nets | `0` |
| Sequential-to-total area share from yosys stat | `between 70 and 80%` |
| Crit-path max FO | `32` |
| Max Transition Viols Final | `0` |
| Maximum clock path buffer count | `3` |
-- stage by stage --
step	setup WS (ns)	instance area, um^2	utilization, %	cells	hold slack, ns
floorplan	1.288	26470	-	1580	0.4483
global placement	0.8949	28200	54.42	2315	0.4898
detailed placement	0.8484	28200	54.42	2315	0.5017
CTS	1.129	30380	58.63	2442	0.2229
global route	0.8516	30380	58.63	2442	0.2488
finish	0.9823	30390	58.64	2444	0.2474
-- state kept, by name, summed over array words and instances, names as in the netlist --
signal / cells
counter: 5
data_mem: 512
data_out: 16
index_mem: 128
index_out: 4
read_ptr: 5
write_ptr: 5
-- where the power goes --
group / total [mW] / internal, mW / switching [mW] / leakage [nW]
sequential: 7.00 / 6.70 / 0.298 / 6.18
clock: 5.22 / 3.01 / 2.20 / 1.07
combinational: 4.07 / 1.38 / 2.69 / 2.87
total: 16.3 / 11.1 / 5.19 / 10.1
-- cells by family after synthesis --
family | after synthesis
buffers and inverters | 118
adders and majority gates | 19
and+or+nand+nor | 286
muxes | 98
DFF | 675
AOI/OAI and AO/OA | 379
xor gates and xnor gates | 5
-- worst max path at each step --
stage / end / start / slack, ns / depth (start not counted)
CTS: data_out[11]$_DFFE_PN0P_ / read_ptr[0]$_DFFE_PN0P_ / 1.13 / 9
global route: data_out[15]$_DFFE_PN0P_ / read_ptr[2]$_DFFE_PN0P_ / 0.85 / 9
finish: data_out[15]$_DFFE_PN0P_ / read_ptr[2]$_DFFE_PN0P_ / 0.98 / 9
-- cell usage in the layout (no fill, tap or decap), drive strengths merged, types with 13 or more instances in the layout --
cell / instances
a32o: 13
inv: 20
nor2: 50
buf: 113
a222oi: 16
and3: 24
nand2: 59
clkinv: 23
a22o: 21
a22oi: 116
edfxtp: 640
a32oi: 14
nor3: 25
a21oi: 22
ha: 18
clkdlybuf4s50: 44
nand3: 36
a221oi: 22
mux2i: 72
mux2: 21
nor4: 13
o21ai: 59
nand4: 13
dfrtp: 35
o22ai: 32
clkbuf: 97
-- routing by layer --
layer	up-vias	GRT usage (%)	wire length, um
li1	6752	-	-
met1	8038	49.86	29060
met2	1261	50.41	38990
met3	189	29.05	16590
met4	8	8.285	2522
met5	-	1.563	131
-- cell type report --
class                           count  area share (%)
Antenna cell                        2         0.01647
Clock buffer                       97           6.440
Clock inverter                     30          0.7411
Inverter                           16          0.1976
Multi-Input combinational cell    787           19.24
Sequential cell                   675           66.16
Tap cell                          680           2.800
Timing Repair Buffer              157           4.397
No activity file was given, so power comes from the tool's default toggle rates.
