==> /design/flow/design.v <==
module ReLU(clk,rst,data_in,data_out);
  parameter D_WIDTH = 16;
  input clk;
  input rst;
  input [D_WIDTH-1:0] data_in;
  output wire[D_WIDTH-1:0] data_out;
  assign data_out = data_in[D_WIDTH-1]?0:data_in;
endmodule
==> /design/flow/run.sh <==
#!/bin/bash
# OpenROAD 26Q1-2900-gdf79404cd8, Yosys 0.63+post, stock flow scripts
make -C /OpenROAD-flow-scripts/flow DESIGN_CONFIG=/design/flow/config.mk WORK_HOME=/design/flow/orfs finish
==> /design/flow/config.mk <==
export PLATFORM = sky130hd
export DESIGN_NAME = ReLU
export DESIGN_NICKNAME = ReLU
export VERILOG_FILES = /design/flow/design.v
export SDC_FILE = /design/flow/constraint.sdc
export NUM_CORES = 4
export LEC_CHECK = 1
export CORE_AREA = 10 10 70 70
export DIE_AREA = 0 0 80 80
==> /design/flow/constraint.sdc <==
current_design ReLU

set clk_period 1.0
set clk_io_pct 0.2

create_clock -name clk0 -period $clk_period

set non_clock_inputs [all_inputs -no_clocks]
set_input_delay [expr $clk_period * $clk_io_pct] -clock clk0 $non_clock_inputs
set_output_delay [expr $clk_period * $clk_io_pct] -clock clk0 [all_outputs]
==> run_results.csv <==
group,metric,value,unit
routing,num_antenna_cells,0,
sta,final_max_slew_viol_count,0,
cells_and_area,final_cell_mix,"dlygate4sd2_1 (15), buf_2 (14), nor2b_4 (7)",
routing,drt-total-wl,1.227,mm
setup_path,end_kind,"output pin",
floorplanning,die_x,80,um
grt,grt_pass1_vias,264,
synth,synth.avg_cell_area,7.994,um^2
synth,syn_inst,18,
grt,grt_use_total,3.579,%
floorplanning,dieArea,6400,um^2
cells_and_area,ff_latch_area,0,um^2
synth,top_cell_area_share,42.61,%
setup_path,crit_fanout,1,
grt,grt_first_pass_wirelength,1.738,mm
sta,postLayoutSetupSlackWorst,0.03206,ns
routing,via_per_inst,2.642,
routing,antenna_left,0,
cells_and_area,n_fill_cell,407,
routing,first_pass_iters,2,
synth,ys_seq_share,0,%
min_path,hold_class,"input pin to output pin",
synth,yosysUniqueCellTypes,7,
setup_path,worstPathRequired,0.80,ns
floorplanning,core_area,3416,um^2
sta,setup_viol,0,
power,totalPowerFinal,143.9,uW
power,power_density,302.7,nW/um^2
routing,met3_length,207,um
sta,hold_slack,0.6832,ns
routing,wl_met2,565,um
setup_path,crit_type,"input pin to output pin",
synth,netlist_area,143.9,um^2
floorplanning,initCoreUtil,4.212,%
synth,yosys_warnings,0,
setup_path,startpoint,"data_in[2]",
grt,grt_max_degree,9,
setup_path,cp.arrival,0.77,ns
floorplanning,die_y,80,um
job,warning_count,34,
cells_and_area,seq_cells,0,
synth,ys_cells,18,
routing,drt_iter0_drc,3,
floorplanning,placementRows,21,
grt,grt-ovfl-total,0,
sta,clock.fmax,1.033,GHz
routing,met1Wirelength,454,um
power,p_leak,0.0002600,uW
placement,detailed_place_hpwl,1.094,mm
floorplanning,ios,34,
clocking,cts_hold_buf,0,
synth,yosysTopAreaCell,"nor2b_2",
placement,gp_congestion,0.7629,
cells_and_area,areaGrowthSynthToFinish,230.4,%
placement,numPortBuffers,31,
sta,hold_violations,0,
cells_and_area,lay_top_count,"dlygate4sd2_1",
routing,avgRoutedWirePerCell,12.92,um
sta,period_minus_slack,0.9679,ns
cells_and_area,final_util,13.92,%
cells_and_area,drive_above_1_share,55.10,%
routing,vias,251,
placement,place_ws,-0.6911,ns
synth,ys_area,143.9,um^2
sta,grt_setup_unrepaired,"no",
job,maxCapViolCount,0,
run_status,status,"complete, no violations",
grt,antenna_found_initial,0,
routing,drc,0,
cells_and_area,n_clock_buffer,0,
power,ir_drop,0.00005710,V
routing,dr.max_layer_used,"met3",
setup_path,worst_setup_path_start_kind,"input pin",
sta,post-route-period-util,96.79,%
min_path,hp-start,"data_in[15]",
synth,ys_top_cells_by_area,"nor2b_2 (43%), and2b_2 (18%), nor2b_1 (13%)",
logic make-up after synthesis:
logic type             count (synthesis)  synth area share [%]
other                                  1                 2.606
AND/OR/NAND/NOR                       15                 84.35
buffers and inverters                  2                 13.04
worst paths after layout:
kind	end	depth (start not counted)
worst max-delay path	data_out[2]	3
worst min-delay path	data_out[5]	3
synthesized netlist by cell type:
cell type	instances
and2b_1	2
nor2b_1	3
buf_6	1
and2b_2	3
nor2b_2	7
buf_4	1
conb_1	1
power breakdown:
| part | internal (uW) | leakage, uW | switching (uW) |
|---|---|---|---|
| Sequential | 0 | 0 | 0 |
| Combinational | 101 | 0.000260 | 43.3 |
| Clock | 0 | 0 | 0 |
layout make-up:
class                      instances  area [um^2]  share of cell area (%)
multi-input combinational         16        160.2                   33.68
timing repair buffer              33        257.7                   54.21
tap                               46        57.56                   12.11
critical path: stages:
cell             delay [ns]
dlygate4sd2_1          0.23
and2b_2                0.18
clkdlybuf4s15_1        0.17
repair_timing:
item | 4_1_cts | 5_1_grt
gates cloned | 1 | 0
resized | 80 | 0
setup endpoints to repair | 15 | 1
setup buffers | 1 | 0
metal layers:
metal | up-vias | GRT usage (%)
li1 | 114 | -
met2 | 17 | 5.778
met1 | 120 | 4.285
met4 | 0 | 0
met3 | 0 | 2.045
met5 | - | 0
through the flow:
step / cells / setup TNS, ns / cell area (um^2)
2_1_floorplan: 18 / 0 / 143.9
5_1_grt: 95 / 0 / 475.5
3_5_place_dp: 94 / -9.505 / 513.0
6_report: 95 / 0 / 475.5
3_3_place_gp: 94 / -9.584 / 513.0
4_1_cts: 96 / 0 / 495.5
Power and IR drop assume default switching activity.
