File: ./run.sh
#!/bin/bash
# OpenROAD 26Q1-2900-gdf79404cd8, Yosys 0.63+post, stock flow scripts
make -C /OpenROAD-flow-scripts/flow DESIGN_CONFIG=/design/flow/config.mk WORK_HOME=/design/flow/orfs finish
File: ./config.mk
export PLATFORM = sky130hd
export DESIGN_NAME = process_unit
export DESIGN_NICKNAME = process_unit
export VERILOG_FILES = /design/flow/design.v
export SDC_FILE = /design/flow/constraint.sdc
export NUM_CORES = 4
export LEC_CHECK = 1
export CORE_UTILIZATION = 30
File: ./constraint.sdc
current_design process_unit

set clk_period 6.4
set clk_io_pct 0.2

create_clock -name clk0 -period $clk_period [get_ports {m_clk}]
create_clock -name clk1 -period $clk_period [get_ports {s_clk}]

set non_clock_inputs [all_inputs -no_clocks]
set_input_delay [expr $clk_period * $clk_io_pct] -clock clk0 $non_clock_inputs
set_output_delay [expr $clk_period * $clk_io_pct] -clock clk0 [all_outputs]
File: ./design.v
module adder (a,b,cin,cout,sum,clk,rst,en);
  input [31:0] a,b;
  input cin;
  input clk;
  input rst;
  input en;
  output cout;
  output reg [31:0] sum;  
  reg[31:0] c_a;
  reg[31:0] c_b;
  reg sig;  
  reg [2:0] current_state;
  reg [2:0] next_state;
  reg [31:0] c_sum;
  parameter IDLE = 3'b000, CPS1 = 3'b001, ADD = 3'b010, CPS2 = 3'b011, OUT = 3'b100;
  always @(posedge clk or negedge rst)
    begin 
      if(!rst)
        begin
          current_state <= IDLE;
        end
      else
        begin
          current_state <= next_state;
        end
    end
  always @(current_state,en)
    begin
      next_state = 3'bxxx;
      case (current_state)
        IDLE:
          begin
            if (en)
              next_state = CPS1;
            else
              next_state = IDLE;
          end
        CPS1: 
          begin
            next_state = ADD;
          end
        ADD:  
          begin
            next_state = CPS2;
          end
        CPS2:  
          begin
          next_state = OUT;
          end
        OUT:  
          begin
            next_state = IDLE;
          end
        default: next_state = IDLE;
      endcase
    end
  always@(posedge clk or negedge rst)
    begin
      if (!rst)
        begin
          sum<= 32'h0000;
        end
      else
        begin
          case (next_state)
              CPS1:  
                begin
                  if (a[31])  
                    c_a <= 1'b1 + {1'b1,~a[30:0]};
                  else c_a <= a;
                  if (b[31])  
                    c_b <= 1'b1 + {1'b1,~b[30:0]};
                  else c_b <= b;
                end
              ADD:
                begin
                  {sig,c_sum} <= c_a + c_b + cin;
                end
              CPS2:
                begin
                  if (c_sum[31])
                    sum <= 1'b1 + {1'b1,~c_sum[30:0]};
                  else sum <= c_sum;
                end
            endcase
        end
    end
  endmodule
module multiple(a,b,product,clk,rst,en);
  input[15:0] a;
  input[15:0] b;
  input clk;
  input rst;
  input en;
  output reg [31:0] product;
  reg[31:0] tmp_p;
  reg[1:0] current_state;
  reg[1:0] next_state;
  parameter IDLE = 2'b00, MUL = 2'b01, CPS = 2'b10, OUT = 2'b11;
  always @(posedge clk or negedge rst)
    begin
      if (!rst)
        current_state <= IDLE;
      else
        current_state <= next_state;
    end
  always @(current_state,en)
    begin
      next_state = 2'bxx;
      case (current_state)
        IDLE: 
          if (en)
            next_state = MUL;
          else
            next_state = IDLE;
        MUL:
          next_state = CPS;
        CPS:
          next_state = OUT;
        OUT:
          next_state = IDLE;
      endcase
    end
  always @(posedge clk or negedge rst)
    begin
      if (!rst)
        tmp_p <= 32'h00000000;
      else
        begin
          case (next_state)
            MUL:
              begin
                tmp_p <= a[14:0]*b[14:0];
              end
            CPS:
              begin
                tmp_p[31] <= a[15] ^ b[15];
              end
            OUT:
              product <= tmp_p;
            default: ;
          endcase
        end
    end
  endmodule
module process_unit(
  s_clk,
  m_clk,
  rst,
  finish_enable,
  a,  
  b,  
  dest_data_in,
  dest_data_out,
  weight_index, 
  weight_index_out,
  fetch_enable,
  read_en,
  write_en,  
  read_buffer_en,
  sum,  
);
parameter IDLE = 3'b000, FETCH = 3'b001, GET = 3'b010, MUL = 3'b011, ACC = 3'b100, STORE = 3'b101,OUT = 3'b110;
parameter I_WIDTH = 4;
parameter D_WIDTH = 16; 
input s_clk;
input m_clk;
input rst;
input fetch_enable;
input[15:0] a;
input[15:0] b;
output reg finish_enable;
output reg read_buffer_en;
input[I_WIDTH-1:0] weight_index;
output wire[I_WIDTH-1:0] weight_index_out;
input[2*D_WIDTH-1:0] dest_data_in;
output read_en;  
output write_en;  
output reg[2*D_WIDTH-1:0] dest_data_out;
output reg[31:0] sum;
reg[2:0] current_state;
reg[2:0] next_state;
reg[15:0] a_m;
reg[15:0] b_m;
reg[31:0] sum_m;
wire[31:0] product_m;
wire[31:0] sum_o;
reg cin;
wire cout;
reg mul_en;
reg acc_en;
reg write_en;
reg read_en;
assign weight_index_out = weight_index;
always @(posedge m_clk or negedge rst)
begin
  if (!rst)
    current_state <= IDLE;
  else
    current_state <= next_state;
end
always @(current_state,finish_enable,fetch_enable)
begin
  next_state = IDLE;
  case (current_state)
    IDLE:
      begin
      if (fetch_enable)
        next_state = FETCH;
      else next_state = IDLE;
      end
    FETCH:
    next_state = GET;
    GET:
    next_state = MUL;
    MUL:
    next_state = ACC;
    ACC:
    next_state = STORE;
    STORE:
      next_state = OUT;
    OUT:
      next_state = IDLE;
    default: 
    next_state = IDLE;
  endcase    
end
always @(posedge m_clk or negedge rst)
begin
  if (!rst)
    begin
    a_m <= 32'bz;
    b_m <= 32'bz;
    sum_m <= 32'h0;
    sum <= 16'h0;
    cin <= 1'b0;
    mul_en <= 1'b0;
    acc_en <= 1'b0;
    read_en <= 1'b0;
    write_en <= 1'b0;
    finish_enable <= 1'b1;
    end
  else
    begin
      case (next_state)
        IDLE:
        begin
          a_m <= 32'bz;
          b_m <= 32'bz;
          sum_m <= 32'h0;
          sum <= 16'h0;
          cin <= 1'b0;
          mul_en <= 1'b0;
          acc_en <= 1'b0;
          read_en <= 1'b0;
          write_en <= 1'b0;
          read_buffer_en <= 1'b0;
          finish_enable <= 1'b1;
        end
        FETCH:
        begin
          finish_enable <= 1'b0;
          read_en <= 1'b1;
          read_buffer_en <=1'b1;
        end
        GET:
        begin
          a_m <= a;
          b_m <= b;
          sum_m <= dest_data_in;
        end
        MUL:  
        begin
          read_en <= 1'b0;
          acc_en <= 1'b0;
          mul_en <= 1'b1;
        end
        ACC:  
        begin
          mul_en <= 1'b0;
          acc_en <= 1'b1;
        end
        STORE:
        begin
          acc_en <= 1'b0;
          write_en <= 1'b1;
          dest_data_out <= sum_o;
        end
        OUT:  
        begin
          finish_enable <= 1'b1;
          sum <= sum_o[31:16];
        end
        default: ;
      endcase
    end
end
always @(posedge s_clk)
begin
  if (read_buffer_en)  
    read_buffer_en <= 1'b0;
end
multiple mul1 (.a(a_m),.b(b_m), .product(product_m),.clk(s_clk),.rst(rst),.en(mul_en));
adder add1(.a(sum_m),.b(product_m),.cin(cin), .cout(cout), .sum(sum_o), .clk(s_clk), .rst(rst),.en(acc_en)); 
endmodule
==> impl_metrics.yaml <==
# yosys + openroad results
status:
  outcome: "finished clean"
timing:
  fin_ws_ns: 0.370
  finalHoldViolations: 0
  finClkSkew_ns: 0.0135
  fin_tns_setup_ns: 0
  worst_pin_slew_ns: 0.854
  rsz0062_at_grt: "false"
  relSlewSlack: 0.430
  whs_ns: 0.367
  slew_viol_final: 0
  finalSetupViolCount: 0
synth:
  ys_cells: 2040
  ys_ff: 323
  seq_area_frac_synth: 0.404
  ys_warn_count: 9
  synthArstFlopShare: 0.508
  avgSynthCellArea_um2: 10.8
  synth-edff-count: 159
  ff_type: "dfrtp_1"
  ys_types: 65
  yosys_area_um2: 22000
  syn_inst: 2040
  syn-cell-area_um2: 22000
worst_setup_path:
  r2r-start: "b_m[5]"
  crit_required_ns: 6.73
  crit_path_max_fanout: 16
  critPathCapture: "mul1.tmp_p[22]"
  crit_start: "b_m[5]"
  r2r_slack_ns: 0.37
  r2r_end: "mul1.tmp_p[22]"
  cp_num_cells: 20
  cpMaxStageDelayCell: "fa_1"
  cp_common_cell: "fa_1"
  cp-start-kind: "flip-flop"
  path_class: "reg -> reg"
  critical_path.cell_chain: "and2_1 -> fa_1 -> inv_1 -> fa_1 -> inv_1 -> fa_1 -> fa_1 -> fa_1 -> inv_1 -> fa_1 -> inv_1 -> ha_1 -> a21o_1 -> a21o_1 -> a21oi_1 -> a2bb2oi_2 -> nand2_1 -> a31oi_1 -> xnor2_1 -> mux2_2"
  path_buffers: 4
  cp_top_family: "adder cells"
  critPathCaptureType: "flip-flop"
  cpPeakStageDelay_ns: 0.56
  cp.arrival_ns: 6.36
  reg2regPathDepth: 20
power_and_ir_drop:
  pwr-share-clk: 0.243
  power_density_nw_per_um2: 344
  switching_share: 0.399
  power_switching_mw: 3.51
  p_seq_frac: 0.250
  power_frac_comb: 0.506
  leakage_nw: 11.6
  power.internal_mw: 5.28
  peakVddDrop_mv: 0.265
placement:
  placed_area_um2: 24300
  place_hpwl_um: 36700
  gp_congestion: 0.868
  pre_cts_slack_ns: 0.201
  portBuffers: 117
detailed_routing:
  ant_nets: 0
  drtIter0Drc: 824
  via_per_inst: 4.54
  wl_um: 47200
  num_vias: 14224
  num_antenna_cells: 0
  drt_first_pass_iters: 5
  wl_per_cell_um: 15.1
  drc_errors: 0
global_routing:
  grt_pass1_vias: 14772
  grt_start_max_net_pins: 63
  grt_pass1_wl_um: 77500
  grt.total_usage: 0.137
  antenna_found_initial: 0
  gr-total-overflow: 0
clock_tree:
  cts_setup_buffers: 0
  clkSlewWorstSetupHoldPaths_ns: 0.07
  cts_tree: "yes"
  cts_sinks: 323
die:
  chipArea_um2: 74400
  rows: 98
  die_y_um: 273
  ios: 144
  fp_util: 0.306
  core_um2: 72000
  dieWidth_um: 273
worst_hold_path:
  hp-class: "reg -> reg"
final_layout:
  area_growth_pct: 16.2
  drive_gt1_frac: 0.0977
  finalInstanceArea_um2: 25600
  mostFrequentLayoutCell: "nand2_1"
  final_cell_mix: "nand2_1, inv_1, fa_1, edfxtp_1, dfrtp_1"
job:
  warnings: 28
  cap_violations: 0
==> cells in the mapped netlist, drive strengths merged, types with 4 or more instances <==
library cell | number | share of area
o21bai | 5 | 0.0017
o311ai | 4 | 0.0016
xnor2 | 102 | 0.041
and3 | 9 | 0.0026
and2 | 139 | 0.040
o41ai | 14 | 0.0063
a2111oi | 4 | 0.0016
mux2 | 57 | 0.029
or2 | 10 | 0.0028
inv | 218 | 0.037
nor3 | 12 | 0.0030
a22o | 18 | 0.0072
fa | 168 | 0.15
a21oi | 100 | 0.023
a211oi | 7 | 0.0024
nor2b | 9 | 0.0026
o31a | 4 | 0.0016
ha | 131 | 0.074
o31ai | 26 | 0.0089
nand2b | 10 | 0.0028
dfstp | 4 | 0.0048
nor2 | 68 | 0.012
clkbuf | 70 | 0.012
nand4 | 9 | 0.0026
nand3 | 16 | 0.0039
o21ai | 109 | 0.025
or4 | 16 | 0.0063
or3 | 12 | 0.0041
buf | 28 | 0.0084
a21o | 30 | 0.010
nor4 | 7 | 0.0030
o21a | 4 | 0.0014
a31o | 5 | 0.0020
edfxtp | 159 | 0.22
a31oi | 7 | 0.0020
xor2 | 39 | 0.016
nand2 | 227 | 0.039
dfrtp | 160 | 0.18
==> layout make-up <==
type	instances	area [um2]
Fill cell	6951	46400
Multi-Input combinational cell	1417	12000
Sequential cell	323	8890
Timing Repair Buffer	158	1480
Tap cell	950	1190
Clock buffer	34	851
Inverter	218	818
Clock inverter	30	367
==> through the flow <==
step / utilization / cells / power, mW
floorplan: - / 2056 / 5.66
global placement: 0.338 / 3066 / 6.65
detailed placement: 0.338 / 3066 / 6.64
CTS: 0.355 / 3130 / 8.86
global route: 0.355 / 3130 / 9.58
finish: 0.355 / 3130 / 8.79
==> sequential cells by signal (all words and copies together), names as in the netlist <==
signal,count
acc_en,1
sum_m,32
finish_enable,1
add1.c_sum,32
write_en,1
mul_en,1
mul1.tmp_p,31
a_m,16
mul1.product,31
current_state,7
read_en,1
b_m,16
sum,16
add1.current_state,5
add1.c_b,32
mul1.current_state,4
add1.sum,32
dest_data_out,32
add1.c_a,32
==> power by group through the flow <==
| stage | clock network [mW] | registers, mW | logic (mW) |
|---|---|---|---|
| 4_1_cts | 2.20 | 2.20 | 4.45 |
| 5_1_grt | 2.29 | 2.20 | 5.08 |
| 6_report | 2.14 | 2.20 | 4.45 |
==> what timing repair did <==
| action | 4_1_cts | 5_1_grt |
|---|---|---|
| hold buffers | 0 | 0 |
| setup endpoints to repair | 0 | 13 |
| resized | 0 | 14 |
==> worst min path at each step <==
stage | to | start | slack, ns | cells after the start
finish | current_state[1] | current_state[6] | 0.37 | 0
global route | current_state[1] | current_state[6] | 0.39 | 0
CTS | current_state[1] | current_state[6] | 0.37 | 0
==> cells by family after synthesis <==
group	count (synthesis)	share of synthesized area
xor+xnor	141	0.0561
mux	58	0.0296
simple gates	551	0.126
fa+ha+maj	299	0.227
buf+inv	316	0.0575
flops	323	0.404
other cells	1	0.000170
compound gates	351	0.0997
==> routing by layer <==
| metal | share of wire | routed length, um | vias up | global-route usage |
|---|---|---|---|---|
| met2 | 0.44 | 21000 | 337 | 0.206 |
| met4 | 0.019 | 893 | 0 | 0.0219 |
| met1 | 0.46 | 21900 | 6785 | 0.199 |
| met3 | 0.073 | 3450 | 45 | 0.0503 |
| li1 | - | - | 7057 | - |
| met5 | 0 | 0 | - | 0 |
Power is estimated from default activity; no workload was simulated.
